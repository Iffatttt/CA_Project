## design/flow/design.v

```verilog
`timescale 1ns / 1ps
module forwarding_unit(IDEX_rs1, IDEX_rs2, EXM_rd, EXM_RegWrite, MWB_rd, MWB_RegWrite, Forward_A, Forward_B);
input EXM_RegWrite, MWB_RegWrite;
input [4:0] IDEX_rs1, IDEX_rs2, EXM_rd, MWB_rd;
output reg [1:0] Forward_A, Forward_B;
always @(*)begin
if ((EXM_rd == IDEX_rs1) && (EXM_RegWrite == 1) && (EXM_rd != 0))
    Forward_A = 2'b10;
else if ((MWB_rd == IDEX_rs1) && (MWB_RegWrite == 1) && (MWB_rd != 0) && !(EXM_RegWrite == 1 && EXM_rd != 0 && EXM_rd == IDEX_rs1))
    Forward_A = 2'b01;
else
    Forward_A = 2'b00;
if ((EXM_rd == IDEX_rs2) && (EXM_RegWrite == 1) && (EXM_rd != 0))
    Forward_B = 2'b10;
else if ((MWB_rd == IDEX_rs2) && (MWB_RegWrite == 1) && (MWB_rd != 0) && !(EXM_RegWrite == 1 && EXM_rd != 0 && EXM_rd == IDEX_rs2))
    Forward_B = 2'b01;
else
    Forward_B = 2'b00;
end
endmodule
```

## design/flow/run.sh

```bash
#!/bin/bash
# OpenROAD 26Q1-2900-gdf79404cd8, Yosys 0.63+post, stock flow scripts
make -C /OpenROAD-flow-scripts/flow DESIGN_CONFIG=/design/flow/config.mk WORK_HOME=/design/flow/orfs finish
```

## design/flow/config.mk

```make
export PLATFORM = sky130hd
export DESIGN_NAME = forwarding_unit
export DESIGN_NICKNAME = forwarding_unit
export VERILOG_FILES = /design/flow/design.v
export SDC_FILE = /design/flow/constraint.sdc
export NUM_CORES = 4
export LEC_CHECK = 1
export CORE_AREA = 10 10 70 70
export DIE_AREA = 0 0 80 80
```

## design/flow/constraint.sdc

```tcl
current_design forwarding_unit

set clk_period 1.7
set clk_io_pct 0.2

create_clock -name clk0 -period $clk_period

set non_clock_inputs [all_inputs -no_clocks]
set_input_delay [expr $clk_period * $clk_io_pct] -clock clk0 $non_clock_inputs
set_output_delay [expr $clk_period * $clk_io_pct] -clock clk0 [all_outputs]
```

==> job_summary.md <==
## Implementation flow summary

| Metric | Value |
|---|---|
| Cell area leaders | xnor2_1, xor2_1, nand3_1 |
| Final instance area | 741 um2 |
| Worst slew margin | 0.826 |
| Synth area leader | xnor2_1 |
| Cells after synthesis | 34 |
| Slack of the critical path | -221 ps |
| Placed inst area | 664 um2 |
| DP Wirelength | 1270 um |
| Vias | 402 |
| Layout cells sized above 1 | 0.486 |
| Crit path kind | in -> out |
| Number of max-cap violations | 0 |
| IO buf count | 26 |
| Initial antenna violation count | 0 |
| Antenna viol nets, final | 0 |
| Yosys top cell area share | 0.341 |
| Largest net degree at the start of global routing | 4 |
| Row Count | 21 |
| Comb area | 337 um2 |
| Avg Cell Area, Syn | 7.54 um2 |
| CORE AREA | 3420 um2 |
| Setup Viol. Count Final | 4 |
| Total Routing Usage GR | 0.0437 |
| Yosys cell count | 34 |
| Layout area overhead | 189% |
| Combinational fraction of design power | 1.000 |
| CP arrival | 1580 ps |
| Min-Delay Endpoint | Forward_B[1] |
| Die Ht | 80 um |
| Final Hold Fails | 0 |
| Gpl congestion | 0.781 |
| Clkbuf count | 0 |
| Antenna cells | 0 |
| Routed wire length | 1430 um |
| Outcome | finished, violations left |
| First-pass GRT wire length | 2260 um |
| Pwr/cell area | 211 nW/um2 |
| Post-synth seq share | 0 |
| Net Sw Frac | 0.423 |
| FP Util | 0.0751 |
| Hold_sp | EXM_rd[4] |
| Unique cell types | 8 |
| Failing checks | negative setup slack |
| Pre-CTS WS | -991 ps |
| Tool warnings | 34 |
| Post-route clock period utilization | 1.13 |
| Worst hold stages | 6 |
| Min Tclk post-route | 1920 ps |
| RSZ-0062 raised after global routing | yes |
| Die area | 6400 um2 |
| Reg area | 0 um2 |
| Vias in the first global route | 462 |
| Initial DRC count | 5 |
| Part of the power in registers | 0 |
| Mapped Area | 256 um2 |
| Die X-Extent | 80 um |
| WL per Instance | 11.9 um |
| Yosys warnings | 1 |
| Post-route DRC | 0 |
| Slew Viols, Final | 0 |
| Clock power share | 0 |
| Internal power | 0.0000901 W |
| Registers | 0 |
| Total Power | 0.000156 W |
| Grt ovf | 0 |
| Vias/cell | 3.35 |
| Startpoint type of the worst setup path | input port |
| Sw power | 0.0000661 W |
| HP Class | in -> out |
| Worst EP required | 1360 ps |
| Fmax | 520 MHz |
| Worst-path maximum fanout | 2 |
| # IOs | 26 |
| Slew @ Worst Pin | 258 ps |
| Router iterations before antenna repair | 2 |
| Static Leakage | 0.308 nW |
| Synthesis area per yosys | 256 um2 |
| Peak supply drop | 0.0000322 V |
| Fillcell total | 375 |
| Worst Setup End Kind | output pin |
per-layer routing:
layer	GRT usage	vias to the layer above	part of all wire
met4	0	0	0
met1	0.0470	188	0.36
met2	0.0899	12	0.58
met3	0.00682	0	0.064
li1	-	202	-
met5	0	-	0
synth_stat cells:
| cell | count |
|---|---|
| o21ai_0 | 1 |
| nor3_1 | 4 |
| nor4_1 | 2 |
| or4_1 | 2 |
| o21ai_2 | 1 |
| nand3_1 | 4 |
| xnor2_1 | 10 |
| xor2_1 | 10 |
worst max-delay path: stages:
cell,delay [ps]
buf_6,100
or4_4,530
o21ai_4,180
buf_6,120
nor4_2,30
nor3_1,140
buf_2,140
area by class of cell:
type                            count  area share
Multi-Input combinational cell     34       0.454
Tap cell                           46      0.0777
Timing Repair Buffer               40       0.468
power by group through the flow:
| stage | clock (W) | sequential, W | combinational, W |
|---|---|---|---|
| CTS | 0 | 0 | 0.000155 |
| global route | 0 | 0 | 0.000169 |
| finish | 0 | 0 | 0.000156 |
cell usage in the layout, fill, tap and decap left out, types with 2 or more instances in the layout:
cell	count
buf_2	4
clkdlybuf4s15_2	3
xnor2_2	3
xnor2_1	7
buf_4	12
nand3_1	3
buf_6	6
clkdlybuf4s50_1	2
nor3_1	2
dlygate4sd2_1	12
xor2_1	10
repair_timing:
action | 4_1_cts | 5_1_grt
pin swaps | 13 | 1
setup buffers | 3 | 0
setup endpoints to repair | 4 | 4
gates cloned | 0 | 0
hold buffers | 0 | 0
gates resized | 71 | 1
kinds of logic (layout without fill, tap and decap cells):
group | Yosys count | count (layout) | synth area share
buffers and inverters | 0 | 40 | 0
XOR/XNOR | 20 | 20 | 0.683
AND/OR/NAND/NOR | 12 | 12 | 0.263
AND-OR/OR-AND | 2 | 2 | 0.0536
worst max-delay path by stage:
stage | startpoint | to | slack [ps] | depth (start not counted)
finish | EXM_rd[2] | Forward_A[0] | -220 | 7
global route | EXM_rd[2] | Forward_A[0] | -280 | 7
CTS | EXM_rd[2] | Forward_B[0] | -260 | 7
through the flow:
| stage | setup TNS (ps) | hold slack [ps] | instances | utilization |
|---|---|---|---|---|
| 6_report | -674 | 1220 | 120 | 0.217 |
| 5_1_grt | -842 | 1270 | 120 | 0.217 |
| 4_1_cts | -794 | 1230 | 120 | 0.215 |
| 3_5_place_dp | -3480 | 1680 | 118 | 0.195 |
| 3_3_place_gp | -3440 | 1680 | 118 | 0.195 |
| 2_1_floorplan | 0 | 762 | 34 | - |
Power is estimated from default activity; no workload was simulated.
