[run.sh]
#!/bin/bash
# OpenROAD 26Q1-2900-gdf79404cd8, Yosys 0.63+post, stock flow scripts
make -C /OpenROAD-flow-scripts/flow DESIGN_CONFIG=/design/flow/config.mk WORK_HOME=/design/flow/orfs finish
[config.mk]
export PLATFORM = sky130hd
export DESIGN_NAME = hazard_detection
export DESIGN_NICKNAME = hazard_detection
export VERILOG_FILES = /design/flow/design.v
export SDC_FILE = /design/flow/constraint.sdc
export NUM_CORES = 4
export LEC_CHECK = 1
export CORE_AREA = 10 10 70 70
export DIE_AREA = 0 0 80 80
[constraint.sdc]
current_design hazard_detection

set clk_period 1.7
set clk_io_pct 0.2

create_clock -name clk0 -period $clk_period

set non_clock_inputs [all_inputs -no_clocks]
set_input_delay [expr $clk_period * $clk_io_pct] -clock clk0 $non_clock_inputs
set_output_delay [expr $clk_period * $clk_io_pct] -clock clk0 [all_outputs]
[design.v]
`timescale 1ns / 1ps
module hazard_detection(IDEX_rd, IFID_rs1, IFID_rs2, IDEX_MemRead, IDEX_control_mux, IFID_Write, PC_write);
input IDEX_MemRead;
input [4:0] IDEX_rd, IFID_rs1, IFID_rs2;
output reg IDEX_control_mux, IFID_Write, PC_write;
always @(*) begin
    if (IDEX_MemRead && (IDEX_rd == IFID_rs1 || IDEX_rd == IFID_rs2))
    begin
     PC_write = 0;   
    IFID_Write = 0; 
        IDEX_control_mux = 0;   
    end
    else
    begin  
      PC_write = 1;
        IFID_Write = 1;
        IDEX_control_mux = 1; 
    end
end
endmodule
==> results_dict.tcl <==
# implementation run metrics
set metrics [dict create \
    maxCapViolations 0 \
    ff_count 0 \
    layout-drive-gt1-share_pct 36.36 \
    io_pins 19 \
    fill_cells 422 \
    wl_um 634 \
    period_used_pct 95.57 \
    fp_util_pct 3.993 \
    cellInternalPower_mw 0.03487 \
    ys_cells 16 \
    clkbuf_count 0 \
    required_ns 1.36 \
    critPathKind "in -> out" \
    status "finished clean" \
    p_comb_share_pct 100.0 \
    grt_max_degree 4 \
    p_per_area_mw_per_mm2 175.7 \
    path_depth 4 \
    diodes 0 \
    critPathCaptureType "output port" \
    tightest_slew_ns 0.2680 \
    setup_ws_ns 0.07533 \
    drtAntennaViolNets 0 \
    grt.total_usage_pct 1.803 \
    setup_tns_ns 0 \
    dieArea_mm2 0.006400 \
    topCellsByArea "xor2_1 (51%), xnor2_1 (13%), buf_4 (11%), nor4_2 (9.2%), a32oi_1 (6.4%)" \
    hpwl_um 611.1 \
    antenna_found_initial 0 \
    drt-initial-drc-count 1 \
    warning_count 33 \
    seqCellArea_um2 0 \
    power_mw 0.05781 \
    yosysWarnings 1 \
    grt_pass1_wl_um 910 \
    hold-path-endpoint "IFID_Write" \
    sequentialPowerShare_pct 0 \
    yosysTopAreaCellShare_pct 51.38 \
    hp-class "in -> out" \
    yosysUniqueCellTypes 7 \
    via_count 157 \
    synthTopCellsByCount "xor2_1 (8), buf_4 (2), xnor2_1 (2)" \
    port_buffers 19 \
    peakVddDrop_mv 0.02970 \
    synthesis.area_um2 136.4 \
    core_mm2 0.003416 \
    top_area_cell "xor2_1" \
    worstHoldPathCells 4 \
    leakagePower_nw 0.1240 \
    place_ws_ns -0.5846 \
    clkPwrFrac_pct 0 \
    dieWidth_um 80 \
    vias_per_cell 1.987 \
    first_pass_iters 2 \
    path_max_fanout 3 \
    ys_area_um2 136.4 \
    synthCells 16 \
    finalMaxSlewViolations 0 \
    p_sw_mw 0.02295 \
    syn2layout_area_growth_pct 141.3 \
    synth_seq_share_pct 0 \
    route.detailed.drc 0 \
    start_kind "primary input" \
    worstPathCellList "clkdlybuf4s50_1 -> and2_0 -> a32oi_1 -> buf_2" \
    hp-start "IDEX_rd[2]" \
    yosysMostFrequentCell "xor2_1" \
    routedWlPerCell_um 8.025 \
    syn_avg_cell_area_um2 8.524 \
    grt_pass1_vias 172 \
    timing.hold.ws_ns 1.157 \
    max_slew_margin_pct 82.13 \
    crit_family "buffers and inverters" \
    die_height_um 80 \
    finalCriticalPeriod_ns 1.625 \
    swShare_pct 39.69 \
    place_congestion 0.6682 \
    cpMaxStageDelayCell "clkdlybuf4s50_1" \
    cp.arrival_ns 1.28 \
    path_buffers 2 \
    hold_viol_final 0 \
    rsz0062_at_grt "false" \
    max_clock_freq_ghz 0.6155 \
    finalSetupViolations 0 \
    grt_remaining_overflow 0 \
    critPathMaxStageDelay_ns 0.42 \
    rows 21 \
]
==> cells by family (layout without fill, tap and decap cells) <==
logic type / Yosys count / count (layout) / synth area share, %
and+or+nand+nor: 3 / 3 / 18.35
xor gates and xnor gates: 10 / 10 / 64.22
buffers and inverters: 2 / 19 / 11.01
AOI/OAI and AO/OA: 1 / 1 / 6.423
==> layout by cell type (no fill, tap or decap), drive strengths merged <==
master	instances
xor2	8
buf	7
clkdlybuf4s15	6
dlygate4sd2	3
xnor2	2
clkbuf	2
nor4	2
and2	1
a32oi	1
clkdlybuf4s50	1
==> per-stage QoR <==
| step | std cells | utilization, % | instance area [um^2] |
|---|---|---|---|
| 2_1_floorplan | 16 | - | 136.4 |
| 3_3_place_gp | 79 | 10.81 | 369.1 |
| 3_5_place_dp | 79 | 10.81 | 369.1 |
| 4_1_cts | 79 | 10.11 | 345.3 |
| 5_1_grt | 79 | 9.634 | 329.1 |
| 6_report | 79 | 9.634 | 329.1 |
==> metal layers <==
layer / vias to the layer above / GRT usage, % / share of wire (%)
met4: 0 / 0 / 0
met1: 67 / 2.049 / 37
li1: 86 / - / -
met5: - / 0 / 0
met2: 4 / 3.451 / 56
met3: 0 / 0.4545 / 6.0
==> cell type report <==
| type | instances | area, um^2 | area share, % |
|---|---|---|---|
| well taps | 46 | 57.56 | 17.49 |
| repair buffers | 19 | 142.6 | 43.35 |
| multi-input cells | 14 | 128.9 | 39.16 |
==> how the worst max path moves through the flow <==
stage | startpoint | slack (ns) | to
4_1_cts | IDEX_MemRead | -0.005 | IDEX_control_mux
5_1_grt | IDEX_MemRead | 0.01 | IDEX_control_mux
6_report | IDEX_MemRead | 0.08 | IDEX_control_mux
==> power groups by stage <==
stage                 clock network [mW]  logic [mW]  registers (mW)
final                                  0      0.0578               0
after CTS                              0      0.0601               0
after global routing                   0      0.0631               0
==> timing repair <==
item / 4_1_cts / 5_1_grt
buffers inserted: 1 / 0
hold buffers: 0 / 0
setup endpoints to repair: 3 / 3
gates resized: 42 / 9
pin swaps: 11 / 3
Power and IR drop assume default switching activity.
